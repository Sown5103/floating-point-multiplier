==> design.v <==
module Add_24bit(In1, In2, Out, Over);
input [23:0]In1, In2;
output [23:0]Out;
output Over;
wire [24:0] OutT;
assign OutT = In1 + In2;
assign Over = OutT[24];
assign Out = OutT[23:0];
endmodule
module Concatenation_49bit( In1, In2, InOv, Out);
input [23:0] In1;
input [23:0] In2;
input InOv;
output [48: 0] Out;
assign Out = {InOv, In1, In2};
endmodule
module D_Multi #(parameter N = 48, Co = 6, M = 24)(CLK, Multiplier, Multiplicand, InitEn, WE, RE ,Reset, DoneO, DoneC, Out_M);
input CLK, InitEn, WE, RE, Reset, DoneO;
input [M-1:0]Multiplier, Multiplicand;
output DoneC;
wire [N-1:0] A, B,C,G;
wire [N:0] E, F, C1;
wire [M:0] D;
wire  DoneC;
output [N-1:0]Out_M;
Sign_extend_M #(.N(N), .M(M)) S2 (.In(Multiplier), .Out(A));
Mux2 #(.N(N)) M2(.In1(A), .In0(G), .S(InitEn), .Out(B));
UpCounter #(.N(5)) UC (.CLK(CLK), .Reset(Reset), .EnC(InitEn), .DoneC(DoneC));
Register_8bit #(.N(N)) Reg1(.In(B), .Reset(Reset), .CLK(CLK), .Out(C), .WE(WE), .RE(RE));
Add_24bit Add(.In1(C[47:24]), .In2(Multiplicand), .Out(D[23:0]), .Over(D[24]));
Concatenation_49bit Conc( .In1(D[23:0]), .In2(C[23:0]), .InOv(D[24]), .Out(E));
Sign_extend_R SER (.In(C), .Out(C1));
Mux2to1_48bit M48(.In1(E), .In0(C1), .Out(F), .S(C[0]));
Shift_right_1b SR(.In(F), .Out(G));
TriState #(.N(N)) Tri2 (.Out(Out_M), .En(DoneO), .In(C));
endmodule
module Mux2 #(parameter N=48)(In1, In0, S, Out);
input [N-1:0] In1, In0;
input S;
output [N-1:0] Out;
assign Out = S ? In1: In0;
endmodule
module Mux2to1_48bit(In1, In0, Out, S);
input [48:0] In1;
input [47:0] In0;
input S;
output [48:0] Out;
assign Out = S? In1:In0;
endmodule
module Register_8bit #(parameter N = 8)(In, Reset, CLK, Out, WE, RE);
output reg [N-1:0] Out;
input [N-1:0] In;
input Reset, CLK, WE, RE;
reg [N-1:0] Int;
always @(posedge CLK) 	
		if (Reset)
		begin
			Out = 8'bZ;
			Int = 48'bz;
		end
		else begin
			if(WE)
				Int = In;
			if(RE)
				Out = Int;
			else begin 
			Out = 8'bz; 
			Int = Int; end
		end	
endmodule 
module Shift_right_1b(In, Out);
input [48:0]In;
output [47:0]Out;
assign Out = In>>1;
endmodule
module Sign_extend_M #(parameter N = 48, M = 24)(In, Out);
input [M-1:0]In;
output [N-1:0]Out;
assign Out = In + 48'b0;
endmodule
module Sign_extend_R (In, Out);
input [47:0] In;
output [48:0] Out;
assign Out = In;
endmodule
module TriState #(parameter N = 48)(Out, En, In);
input [N-1:0]In;
input En;
output [N-1:0]Out;
assign 
	Out = En ? In : 48'bz;
endmodule
module UpCounter #(parameter N = 5)(CLK, Reset, EnC, DoneC);
input CLK, Reset, EnC;
output reg DoneC;
reg [N-1:0]Count;
always @(posedge CLK or posedge Reset)
	begin
		if(Reset)
			begin
				Count = 5'd0;
				DoneC = 1'b0;
			end
		else if(EnC ==0 )
			begin
				Count = Count + 5'd1;
				if(Count == 5'd24)
					DoneC = 1'b1;
				else DoneC = 1'b0;
			end
		else begin
			Count = 5'd1;
			DoneC = 1'b0; end
	end	
endmodule
==> run.sh <==
#!/bin/bash
# OpenROAD 26Q1-2900-gdf79404cd8, Yosys 0.63+post, stock flow scripts
make -C /OpenROAD-flow-scripts/flow DESIGN_CONFIG=/design/flow/config.mk WORK_HOME=/design/flow/orfs finish
==> config.mk <==
export PLATFORM = sky130hd
export DESIGN_NAME = D_Multi
export DESIGN_NICKNAME = D_Multi
export VERILOG_FILES = /design/flow/design.v
export SDC_FILE = /design/flow/constraint.sdc
export NUM_CORES = 4
export LEC_CHECK = 1
export CORE_UTILIZATION = 40
==> constraint.sdc <==
current_design D_Multi

set clk_period 10.0
set clk_io_pct 0.2

create_clock -name clk0 -period $clk_period [get_ports {CLK}]

set non_clock_inputs [all_inputs -no_clocks]
set_input_delay [expr $clk_period * $clk_io_pct] -clock clk0 $non_clock_inputs
set_output_delay [expr $clk_period * $clk_io_pct] -clock clk0 [all_outputs]
==> results.yml <==
# yosys + openroad results
final_timing:
  fin_ws_ns: 5.380
  finalCritPeriodShare_pct: 46.20
  holdWs_ns: 0.4569
  drv_slew: 0
  setup_viol: 0
  skew_ns: 0.007363
  finalSetupTns_ns: 0
  rsz0062_at_grt: "false"
  min_period_ns: 4.620
  timing.fmax_mhz: 216.5
  worstMarginPinSlew_ns: 0.5378
  hold_viol: 0
  relSlewSlack_pct: 64.06
yosys:
  mux_share_pct: 8.014
  synth.distinct_cells: 55
  ys_sh_simple_pct: 15.29
  top_area_cell: "dfxtp_1"
  yosysSeqAreaShare_pct: 42.11
  edf_count: 8
  ys_sh_adder_pct: 7.300
  ys_seq_elements: 94
  synthArstFlopShare_pct: 6.383
  synthTopCellsByArea: "dfxtp_1 34%, ha_1 6.9%, mux2i_1 5.1%"
  top_cell_area_share_pct: 33.85
  syn_area_per_cell_sq_um: 9.331
  yosys_area_sq_um: 4731
  synth_area_sq_um: 4731
  top_logic_kind: "AND-OR/OR-AND gates"
  ys_cells: 507
  aoi_share_pct: 20.58
  synth_xor_xnor_area_share_pct: 2.592
  postSynthCellCount: 507
  ff_type: "dfxtp_1"
  yosys_warnings: 7
worst_setup_path:
  r2r_end: "Reg1.Out[37]"
  cp_max_fo: 4
  endpoint_kind: "flop"
  path_cells: "clkdlybuf4s50_1 > ha_1 > fa_1 > a21o_1 > a221oi_2 > o211ai_1 > a21boi_1 > o21a_1 > mux2_1 > a31oi_1"
  slowest_delay_ns: 0.42
  cp-startpoint: "Multiplicand[0]"
  critPathKind: "in -> reg"
  crit_required_ns: 10.26
  start_kind: "input port"
  cp.buffers_inverters: 1
  critPathTopFamily: "AND-OR/OR-AND gates"
  cp_slowest_cell: "clkdlybuf4s50_1"
  rrSetupSlack_ns: 7.17
  rr_startpoint: "Reg1.Out[24]"
  ff2ff_path_depth: 9
  arrival_ns: 4.88
flow_run:
  maxCapViolCount: 0
  warnings: 27
clock_tree:
  root_buffer: "clkbuf_16"
  cts.sinks: 94
  cts_setup_buffers: 0
  cts_hold_buf: 0
  insertion_delay_ns: 0.34
  cts_made_buffers: 9
  cts_max_level: 3
  cts_resized: 0
  clk_pin_slew_ns: 0.07
  cts_buffer_depth: 2
  tritoncts: "built"
route:
  drc: 0
  first_pass_iters: 4
  via_per_inst: 5.359
  antennaDiodeCount: 0
  finalWirelength_um: 11380
  drt_iter0_drc: 270
  vias: 3960
  ant_nets: 0
  avgRoutedWirePerCell_um: 15.40
layout:
  logic_area_sq_um: 2546
  synthToLayoutAreaGrowth_pct: 29.28
  final_core_util_pct: 53.33
  drive_gt1_share_pct: 6.544
  nFillCells: 1009
  seq_area_sq_um: 1992
min_path:
  hold_path.class: "reg -> reg"
  min_path_cells: 1
  hold_start: "Reg1.Int[27]"
  hold_end: "Reg1.Int[27]"
status:
  outcome: "finished clean"
floorplanning:
  dieArea_sq_um: 12270
  fp_util_pct: 41.25
  fp.dieH_um: 110.8
  fp.dieW_um: 110.8
  row_count: 39
  core_sq_um: 11470
  pin_count: 103
global_route:
  track_usage_pct: 19.71
  grt_max_degree: 46
  grt_pass1_wl_um: 19310
  grt_pass1_vias: 3866
  antenna_found_initial: 0
  overflow: 0
place:
  place.gp.congestion: 0.8620
  portBuffers: 101
  pre_cts_ws_ns: 5.067
  hpwl_um: 7945
power_and_ir_drop:
  p_total_uw: 896.9
  p_leak_nw: 2.558
  powerDensity_nw_per_um2: 146.7
  vdd_ir_drop_max_uv: 98.31
[metal layers]
metal / GRT usage [%] / part of all wire (%) / vias up / routed length [um]
li1: - / - / 2019 / -
met2: 29.19 / 44 / 95 / 4992
met4: 1.956 / 1.0 / 0 / 116
met5: 0 / 0 / - / 0
met3: 3.400 / 4.7 / 8 / 537
met1: 32.17 / 50 / 1838 / 5731
[cells by family after synthesis]
kind of cell / Yosys count
xor+xnor: 14
simple gates: 144
flops: 94
buf+inv: 44
mux: 36
compound gates: 148
fa+ha+maj: 27
[power by group]
part | switching (mW) | internal, mW
Combinational | 0.0657 | 0.0729
Sequential | 0.0113 | 0.406
Clock | 0.152 | 0.189
Total | 0.229 | 0.668
[cell usage in the layout, fill, tap and decap left out, drive strengths merged, types with 7 or more instances in the layout]
cell	netlist	final
a21o	14	14
a21oi	46	46
a22oi	8	8
a31oi	8	8
and2	30	30
and3	9	9
buf	12	7
clkbuf	23	11
clkdlybuf4s50	0	101
dfxtp	80	80
edfxtp	8	8
ha	26	26
inv	9	13
mux2	12	12
mux2i	24	24
nand2	29	29
nand3	15	15
nor2	35	35
o21ai	25	25
xnor2	9	9
[registers in the layout, summed over array words and instances (netlist names)]
register  cells
UC.Count      5
Reg1.Out     40
UC.DoneC      1
Reg1.Int     48
[synth_stat cells, drive strengths merged (5+ instances only)]
cell type,instances
edfxtp,8
o2bb2ai,6
a31oi,8
a22oi,8
inv,9
o211ai,6
mux2i,24
a21o,14
a21oi,46
nand3,15
and3,9
dfxtp,80
nand2,29
xor2,5
nor2,35
nor3,6
dfrtp,6
clkbuf,23
and2,30
ha,26
xnor2,9
buf,12
mux2,12
o21ai,25
a211oi,5
[metrics by stage]
stage          area [sq um]  instances
2_1_floorplan          4731        507
3_3_place_gp           5814        723
3_5_place_dp           5814        723
4_1_cts                6116        739
5_1_grt                6116        739
6_report               6116        739
[worst max-delay path by stage]
stage	end	slack [ns]	depth (start not counted)
after CTS	Reg1.Out[37]	5.41	10
after global routing	Reg1.Out[37]	5.25	10
final	Reg1.Out[37]	5.38	10
[final cells by class]
type	count	area share, %
Multi-Input combinational cell	369	41.63
Sequential cell	94	32.57
Timing Repair Buffer	108	17.39
Clock buffer	11	4.153
Tap cell	143	2.926
Clock inverter	5	0.7774
Inverter	9	0.5524
