[config.mk]
export PLATFORM = sky130hd
export DESIGN_NAME = Multi_float
export DESIGN_NICKNAME = Multi_float
export VERILOG_FILES = /design/flow/design.v
export SDC_FILE = /design/flow/constraint.sdc
export NUM_CORES = 4
export LEC_CHECK = 1
export CORE_UTILIZATION = 30
[constraint.sdc]
current_design Multi_float

set clk_period 7.9
set clk_io_pct 0.2

create_clock -name clk0 -period $clk_period [get_ports {CLK}]

set non_clock_inputs [all_inputs -no_clocks]
set_input_delay [expr $clk_period * $clk_io_pct] -clock clk0 $non_clock_inputs
set_output_delay [expr $clk_period * $clk_io_pct] -clock clk0 [all_outputs]
[design.v]
module ALU (In1, In2,Out, Over);
input [7:0] In1, In2;
output reg[7:0] Out;
output reg Over;
wire [8:0] OutT ;
initial Over  = 0;
assign OutT = In1 +In2 - 127;
always @(OutT)
	if(OutT < 1)begin
		Over = 1; Out = 8'bZ; end
	else if(OutT > 254)begin
		Over = 1;Out = 8'bZ; end
	else begin 
		Over = 0;
		Out[7:0] = OutT [7:0];
		end
endmodule
module Comparator0(In1, In2, Equal, Start);
input [31:0] In1, In2;
input Start;
output reg Equal;
reg O1, O2;
wire [1:0]O3;
always @(In1)
	if(Start) begin
		if(In1 == 0)
			O1 = 1;
		else O1 = 0;
	end
always @(In2)
	if(Start) begin
		if(In2 ==0)
			O2 = 1;
		else O2 =0;
	end
assign O3 = O1 + O2 + 2'b0;
always @( O3)
	if(Start) begin
	 if(O3 == 0)
		Equal =0;
	 else Equal =1;
	end
endmodule 
module Concatenation_32bit(In1, In2, In3, Out);
input In1;
input [7:0] In2;
input [22:0] In3;
output [31:0] Out;
assign Out = { In1, In2, In3 };
endmodule
module Controller (CLK, Start, Reset, Equal, Over1, DoneO, Over2, DoneR, StartR, S, DONE,  Q,Multiplier_o,Multiplier_i,Multiplicand_o,Multiplicand_i);
input CLK, Start, Reset, Equal, Over1, Over2, DoneO, DoneR;
output reg StartR, DONE;
output reg [1:0]S;
output reg [2:0]Q;
input [31:0] Multiplier_i,Multiplicand_i;
output reg [31:0] Multiplier_o,Multiplicand_o;
initial begin
	StartR = 0;
	DONE = 0;
	S = 2'b0;
	Q = 3'd0;
end
parameter
	s0 = 3'd0,
	s1 = 3'd1,
	s2 = 3'd2,
	s3 = 3'd3,
	s4 = 3'd4;
always @(posedge CLK)
begin
	if(Reset) 
	Q = s0;
	else
		case(Q)
		s0:
			if(Start) Q = s1;
			else Q = s0;
		s1: 
		if(Start) 
			Q = s1;
		else begin
			if( Equal == 0 && Over1 == 0) 
				Q = s2;
			else Q = s1;
		end
		s2:
			if(DoneO == 1) Q = s3;
			else Q = s2;
		s3: 			
			if(DoneR) Q = s4;
			else Q = s3;
		s4: 
			Q = s4;
		endcase
end
always @(Q)
	case(Q)
		s0:
			begin
				StartR = 0;
				S[1:0] = 2'bz;
				DONE = 0;
			end
		s1:
			begin
				StartR = 0;
				Multiplier_o = Multiplier_i;
				Multiplicand_o = Multiplicand_i;
				if(Equal)begin
					S[1:0] = 2'b10;
					DONE = 1; end
				else if(Over1) begin
					S[1:0] = 2'b01;
					DONE = 1; end
				else begin
					S[1:0] = 2'bz;
					DONE = 0; end
			end
		s2:
			begin
				StartR = 0;
				S[1:0] = 2'bz;
				DONE = 0;
			end
		s3:
			begin 
			StartR = 1;
			if(Over2 ==0)begin
				S[1:0] = 2'bz;
				DONE = 0; end
			else begin
				S[1:0] = 2'b01;
				DONE = 1; end
			end
		s4:
		begin
		if(DoneR) begin
				StartR = 0;
				S[1:0] = 2'b00;
				DONE = 1; end
		end
	endcase
endmodule
module Datapath(Multiplier, Multiplicand, Reset, Start, CLK, Equal, Over1, DoneO, Over2, DoneR, S, StartR, DONE, Out,Out_M_1,check_Rounding);
input [31:0] Multiplier, Multiplicand;
input Reset, CLK, DONE, StartR, Start;
input [1:0] S;
output Equal, DoneO, Over2, Over1, DoneR;
output [31:0] Out;
wire [7:0] ExO;
wire [22:0] MO;
wire [7:0]O1, O2;
wire [7:0]Sum, Sum1;
wire [47:0]OutM;
wire [23:0] M_er, M_cand;
wire [31:0] OutT, OutT1;
wire WE, RE, St_M, sign;
output [47:0] Out_M_1;
assign Out_M_1 = OutM;
output [22:0] check_Rounding;
assign check_Rounding = MO;
Comparator0 C0(.In1(Multiplier[31:0]), .In2(Multiplicand[31:0]), .Equal(Equal), .Start(Start));
ALU AD(.In1(Multiplier[30:23]), .In2(Multiplicand[30:23]), .Out(Sum), .Over(Over1));
Register_8bit #(.N(8))Reg(.In(Sum), .Reset(Reset), .CLK(CLK), .Out(Sum1), .WE(WE), .RE(RE));
Enable_Reg_Mul E(.CLK(CLK),.Start_Counter(Start), .RE(RE), .WE(WE), .Start_Muti(St_M));
Sign_Extend I1(.In(Multiplier[22:0]), .Out(M_er), .St_SE(~Equal));
Sign_Extend I2(.In(Multiplicand[22:0]), .Out(M_cand), .St_SE(~Equal));
Multi Mu(.Multiplier(M_er), .Multiplicand(M_cand), .CLK(CLK), .Reset(Reset), .Start(St_M), .Out_M(OutM), .DoneO(DoneO));
Rounding R( .StartR(StartR), .Ex(Sum1), .M(OutM), .ExO(ExO), .MO(MO), .Over2(Over2), .DoneR(DoneR));
Sign_bit Sig(.SignA(Multiplier[31]), .SignB(Multiplicand[31]), .Sign(sign));
Concatenation_32bit C32(.In1(sign), .In2(ExO[7:0]), .In3(MO[22:0]), .Out(OutT));
mux4_1_32bit M3(.S(S), .In(OutT), .Out(OutT1));
TriState #(.N(32)) TriS(.Out(Out), .En(DONE), .In(OutT1));
endmodule
module Enable_Reg_Mul(CLK, Start_Counter, RE, WE, Start_Muti);
input CLK, Start_Counter;
output reg RE, WE, Start_Muti;
reg [4:0]d; 
always @(posedge CLK)
	if( Start_Counter) begin
		Start_Muti = 1;
		d = 0;WE =1; RE = 0;
		end
	else begin
		if( d > 0)begin
			if(d == 25)begin
				RE = 1; WE =0; Start_Muti = 0;end
			else begin
				WE = 0; RE =0; d = d + 5'd1; Start_Muti = 0;end	
		end		
		else begin
			 d= 1; WE =0; RE = 0; Start_Muti = 0;
			end
		end
endmodule
module Multi(   input wire          CLK,
                input wire          Start,
                input wire          Reset,
                input wire [23:0]   Multiplier,
                input wire [23:0]   Multiplicand,
                output reg [47:0]   Out_M,
                output reg          DoneO);
	reg  [6:0] 		round_reg;
	reg				round_add;            
    reg  [23:0]     plier_r;
    reg  [23:0]     plicand_r;
    reg  [47:0]     product_r;
    wire  [23:0]     plier_w;
    wire  [23:0]     plicand_w;
    wire  [47:0]     product_w;
    wire  [47:0]     temp1,temp2,temp3;
   always @(posedge CLK or negedge Reset)	
	begin
		if(Reset == 1'b0) begin
			round_reg 			<= 7'b0;
			round_add			<= 1'b0;
		end
		else if(Start) begin
				round_add			<= 1'b1;
				round_reg 			<= round_reg + 1'b1;
			end
			else if (round_reg == 7'd25) begin
				round_reg  		<= 7'b0;
				round_add		<= 1'b0;
			end
			else begin
				round_add			<= round_add;
				round_reg 			<= round_reg + round_add;
			end
	end   
	assign plier_w = Start ? Multiplier : plier_r;
	assign plicand_w = Start ? Multiplicand : plicand_r;  
   assign temp1 = Start ? {{24{1'b0}},plier_w} : product_r; 
   assign temp2 = temp1[0] ? (temp1 + {plicand_w,{24{1'b0}}}) : temp1;
   assign product_w = temp2 >> 1;
	always @(posedge CLK or negedge Reset)	
	begin
		if(Reset == 1'b0) begin
			plier_r             <= 24'b0;
			plicand_r           <= 24'b0;
			product_r           <= 48'b0;
		end
		else begin
		   plier_r             <= plier_w;
			plicand_r           <= plicand_w;
			product_r           <= product_w;
		end
	end       
	always @(posedge CLK or negedge Reset)	
	begin
		if(Reset == 1'b0) begin
			Out_M 			<= 48'b0;
			DoneO			<= 1'b0;
		end
		else if(round_reg == 7'd24) begin
         Out_M 			<= product_r;
			DoneO			<= 1'b1;
		end
		else begin
			Out_M 			<= 48'b0;
			DoneO			<= 1'b0;
		end
	end 	
endmodule
module Multi_float (Multiplier, Multiplicand, CLK, Start, Reset, Out ,DONE, Q, S, Over2, Over1, Equal, check_Out_M,check_Rounding);
input [31:0] Multiplier, Multiplicand;
input CLK, Reset, Start;
output [31:0] Out;
output [2:0] Q;
output [1:0] S;
output wire Equal, Over2, Over1, DONE ;
wire DoneR, DoneO, StartR;
wire  [22:0] MO;
wire [31:0] OutT, OutT1;
output [47:0] check_Out_M;
output [22:0] check_Rounding;
wire [31:0] x, y;
Controller CT( .Reset(Reset), .CLK(CLK), .Start(Start), .Equal(Equal), .Over1(Over1), .DoneO(DoneO), .Over2(Over2), .DoneR(DoneR),
						  .StartR(StartR), .S(S), .DONE(DONE), .Q(Q),.Multiplier_o(x),.Multiplicand_o(y),.Multiplier_i(Multiplier),.Multiplicand_i(Multiplicand));				 
Datapath DT(.Multiplier(x), .Multiplicand(y), .Reset(Reset), .CLK(CLK), .Equal(Equal), .Over1(Over1), .DoneO(DoneO), .Over2(Over2), .DoneR(DoneR),
					 .S(S), .StartR(StartR), .DONE(DONE), .Out(Out), .Start(Start),.Out_M_1(check_Out_M),.check_Rounding(check_Rounding));
endmodule              
module Register_8bit #(parameter N = 8)(In, Reset, CLK, Out, WE, RE);
output reg [N-1:0] Out;
input [N-1:0] In;
input Reset, CLK, WE, RE;
reg [N-1:0] Int;
always @(posedge CLK) 	
		if (Reset)
		begin
			Out = 8'bZ;
			Int = 48'bz;
		end
		else begin
			if(WE)
				Int = In;
			if(RE)
				Out = Int;
			else begin 
			Out = 8'bz; 
			Int = Int; end
		end	
endmodule 
module Rounding (StartR, Ex, M, ExO, MO, Over2, DoneR);
input [7:0]Ex;
input [47:0]M;
input StartR;
output reg [7:0]ExO;
output reg [22:0]MO;
output reg DoneR;
reg [24:0] MOt;
output reg Over2;
reg [7:0] Ext;
reg [47:0] Mt;
always @(M[47] )
	if (StartR) begin	
		if(M[47] == 1'b1)
		begin 
			if(Ex == 8'd254)
				begin
					Over2 =1 ;
					Mt = 48'bz;
					Ext = 8'bZ;
					DoneR = 0; 
				end
			else begin
				Mt = M>>1;
				Ext = (Ex +1);
				Over2 = 0;
				DoneR = 1;
				end
			end
		else begin		
				Mt = M;
				Over2 = 0;
				Ext = Ex;
				DoneR = 1; end
		end
always@(Mt[22])	
	if(Mt[22] == 1'b1)begin
		MOt[24:0] = Mt[47:23] + 25'd1 ;
		if(MOt[24]) begin
				MO[22:0] = MOt[23:1];
				ExO = Ext + 1;
			end
		else begin
			MO[22:0] = MOt[22:0];
			ExO = Ext;
		    end
	end
	else begin
		MO[22:0] = Mt[45:23];
		ExO = Ext;
	end
endmodule	
module Sign_Extend(In, Out, St_SE);
input St_SE;
input [22:0] In;
output reg[23:0] Out;
reg [23:0]Int;
always @(St_SE)
	if(St_SE)begin
		Int = In + 24'b0;
		Out = Int + 8388608;end
	else begin
		Int = 24'bz;
		Out = 24'bz;
		end 
endmodule
module Sign_bit(SignA, SignB, Sign);
input SignA, SignB ;
output Sign;
assign Sign = (SignA ^ SignB);
endmodule
module TriState #(parameter N = 48)(Out, En, In);
input [N-1:0]In;
input En;
output [N-1:0]Out;
assign 
	Out = En ? In : 48'bz;
endmodule
module mux4_1_32bit(S, In, Out);
input [1:0]S;
input [31:0] In;
output reg [31:0]Out;
always @(S)
	if(S[1:0] == 2'b00)
		Out = In;
	else if(S[1:0] == 2'b01)
		Out[31:0] = 32'bZ;
	else Out = 0;
endmodule
[run.sh]
#!/bin/bash
# OpenROAD 26Q1-2900-gdf79404cd8, Yosys 0.63+post, stock flow scripts
make -C /OpenROAD-flow-scripts/flow DESIGN_CONFIG=/design/flow/config.mk WORK_HOME=/design/flow/orfs finish
==> flow_summary.rst <==
Synthesis and place-and-route
=============================

.. list-table::
   :header-rows: 1

   * - Metric
     - Value
   * - Violation count after the first detailed-routing iteration
     - 454
   * - Synthesized cell area
     - 0.00962 mm2
   * - Startpoint type of the worst setup path
     - flop
   * - Unique cell type count in the Yosys netlist
     - 64
   * - Vias per std cell
     - 4.95
   * - Synth top area share
     - 33.0%
   * - HPWL after detailed placement
     - 19,600 um
   * - Port-buffer cells
     - 176
   * - Total clock buffers created by CTS
     - 17
   * - Final hold violations
     - 0
   * - Crit path arrival time
     - 4.21 ns
   * - Row cnt
     - 65
   * - Largest net degree at the start of global routing
     - 66
   * - Post-CTS sizing
     - 0
   * - Post-synthesis chip area from yosys
     - 0.00962 mm2
   * - Routed vias
     - 7,508
   * - Max-slew violation count
     - 0
   * - Sequence of cells on the critical path
     - buf_4 -> mux2_2 -> ha_1 -> nand3_1 -> nor2_1 -> and3_1 -> a221o_1 -> a311o_1 -> o311ai_0 -> o211ai_1
   * - GRT Total Usage
     - 16.5%
   * - Final worst-path setup slack
     - 3.98 ns
   * - Biggest area consumer among synthesized cells
     - dfrtp_1
   * - Clk Tree Root Cell
     - clkbuf_16
   * - Io pins
     - 179
   * - Fill cell total of the finished layout
     - 3,024
   * - Hold Buf Count CTS
     - 0
   * - Kind of path behind the tightest hold check
     - reg -> reg
   * - Highest fanout seen on the critical path
     - 65
   * - WL per Instance
     - 16.8 um
   * - Latency at later pin
     - 0.42 ns
   * - Signed area change from the synthesized netlist to the final layout
     - 28.8%
   * - Library cell contributing the largest single delay on the critical path
     - buf_4
   * - Leading registers by flop count
     - DT.Mu.Out_M: 47 flops, DT.Mu.product_r: 47 flops
   * - Count of buffers added by post-CTS timing repair for setup
     - 0
   * - Endpoints left unconstrained
     - 172
   * - Total congestion overflow after global routing
     - 0
   * - Final cycle utilization of the critical path
     - 49.6%
   * - Share of async-settable or async-resettable flops after synthesis
     - 52.3%
   * - Yosys Warn Count
     - 25
   * - Result of the run
     - finished clean
   * - Most frequently used cell type in the post-synthesis netlist
     - dfrtp_1
   * - Flops after synth
     - 243
   * - Die Span X
     - 181 um
   * - Clock tree from TritonCTS
     - yes
   * - Antenna cells
     - 0
   * - Layout Utilization
     - 39.3%
   * - Clock transition at the register clock pins on the worst setup and hold paths after CTS
     - 0.07 ns
   * - Global-route wire length before repair
     - 41,300 um
   * - Yosys Instances
     - 935
   * - Remaining DRCs
     - 0
   * - Critical path data required time
     - 8.19 ns
   * - Maximum ir drop on the vdd rail
     - 0.131 mV
   * - Most used DFF post-synth
     - dfrtp_1
   * - Core outline area
     - 0.0316 mm2
   * - Initial standard-cell utilization of the core
     - 30.5%
   * - Share of cells above drive strength 1
     - 9.16%
   * - Register pins left without a clock
     - 104
   * - Per-instance average area after synthesis
     - 10.3 um2
   * - Number of enable flip-flop cells
     - 8
   * - CP Capture Type
     - flop
   * - Count of H-tree levels built during CTS
     - 4
   * - Count of antenna-violating nets left after detailed routing
     - 0
   * - Die span in y
     - 181 um
   * - Total Negative Setup Slacks
     - 0 ns
   * - Die area
     - 0.0328 mm2
   * - Largest incremental delay on the critical path
     - 0.69 ns
   * - Power density over the cells
     - 195 mW/mm2
   * - Highest clock rate
     - 255 MHz
   * - Dpl ws
     - 4.00 ns
   * - Setup repair after global routing missed its margin
     - no
   * - Actual slew at the worst max-slew pin
     - 0.834 ns
   * - Largest buffer count on any clock path
     - 2
   * - Number of iterations in the first detailed-routing pass
     - 5
   * - Setup skew after layout
     - 0.00734 ns
   * - Finish-stage setup viols
     - 0
   * - Tool warnings
     - 27
   * - Cell types with the highest counts after synthesis
     - 127 x dfrtp_1, 73 x nand2_1, 68 x dlxtn_1, 59 x and3_1, 50 x o21ai_0
   * - Post-Syn Instances
     - 935
   * - Number of antenna violations at the first check in global routing
     - 0
   * - Min Tclk post-route
     - 3.92 ns
   * - Via count of the first global-routing pass
     - 7,277
   * - Standby leakage power
     - 5.43 nW
   * - Total routed wirelength
     - 25,500 um
   * - Worst setup path category
     - reg -> reg
   * - Number of max-capacitance violations reported
     - 0
   * - GPL Wtd Cong
     - 0.908
   * - Worst slew margin relative to its limit
     - 44.4%
   * - Top post-synthesis cells by area
     - dfrtp_1 33%, dlxtn_1 11%, ha_1 5.9%, dlxtp_1 5.6%, mux2_2 5.4%
==> metrics by stage <==
step,cells,cell area (um2),hold slack (ns),total power [mW]
3_5_place_dp,1484,11800,0.471,1.62
5_1_grt,1516,12400,0.499,2.57
4_1_cts,1516,12400,0.487,2.44
6_report,1516,12400,0.483,2.42
2_1_floorplan,936,9630,0.427,1.39
3_3_place_gp,1484,11800,0.465,1.62
==> worst max-delay path, delay by kind of cell, from the launching register on <==
| family | cells | cell delay [ns] |
|---|---|---|
| AND-OR/OR-AND | 4 | 1.22 |
| multiplexers | 1 | 0.43 |
| AND/OR/NAND/NOR | 3 | 0.39 |
| adder cells (fa/ha/maj) | 1 | 0.40 |
| flip-flops | 1 | 0.63 |
| buffers and inverters | 1 | 0.69 |
==> power breakdown <==
| part | switching [mW] | total, mW | internal, mW |
|---|---|---|---|
| clock network | 0.351 | 0.804 | 0.453 |
| registers | 0.116 | 0.988 | 0.873 |
| logic | 0.342 | 0.627 | 0.285 |
| total | 0.808 | 2.42 | 1.61 |
==> cell usage in the layout, fill, tap and decap left out, drive strengths merged, types with 25 or more instances in the layout <==
cell,n
o21ai,50
inv,39
dlxtp,36
a21oi,40
nand2,73
nor2,43
mux2,46
clkdlybuf4s50,175
nor2b,38
dfrtp,127
dlxtn,68
and3,59
nor4,27
nand3,25
ha,45
==> final cells by class <==
type                       count  area, um2  area share, %
multi-input combinational    627       4310           34.8
clock buffer                  17        425           3.43
tap                          402        503           4.06
inverter                      28        105          0.848
clock inverter                15        169           1.36
sequential                   243       5060           40.9
timing repair buffer         184       1820           14.7
==> final timing paths <==
| path | slack [ns] | to | cells past startpoint | from |
|---|---|---|---|---|
| worst max-delay path | 3.98 | DT.Mu.product_r[45] | 10 | DT.E.Start_Muti |
| worst min-delay path | 0.48 | DT.Mu.round_add | 1 | DT.Mu.round_add |
| worst max register to register | 3.98 | DT.Mu.product_r[45] | 10 | DT.E.Start_Muti |
| worst min register to register | 0.48 | DT.Mu.round_add | 1 | DT.Mu.round_add |
| max in group asynchronous | 5.13 | DT.Mu.round_reg[3] | 3 | Reset |
| min in group asynchronous | 1.05 | DT.Mu.Out_M[33] | 1 | Reset |
==> metal layers <==
layer	part of all wire, %	GRT usage [%]	routed length [um]
met5	0	0	0
met4	1.5	2.27	391
met3	5.1	2.96	1300
met2	44	24.7	11300
met1	49	26.2	12500
==> cell families (layout without fill, tap and decap cells) <==
| kind of cell | Yosys count | after routing | share of synthesized area, % |
|---|---|---|---|
| AND/OR/NAND/NOR | 321 | 321 | 18.0 |
| AND-OR/OR-AND | 171 | 171 | 11.3 |
| flip-flops | 139 | 139 | 36.4 |
| latches | 104 | 104 | 16.2 |
| buffers and inverters | 66 | 244 | 2.76 |
| multiplexers | 52 | 52 | 6.01 |
| adder cells (fa/ha/maj) | 47 | 47 | 6.27 |
| XOR/XNOR | 34 | 34 | 3.09 |
| other | 1 | 2 | 0.0390 |
No activity file was given, so power comes from the tool's default toggle rates.
