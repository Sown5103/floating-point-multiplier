$ cat ./config.mk
export PLATFORM = sky130hd
export DESIGN_NAME = SignedBit_1
export DESIGN_NICKNAME = SignedBit_1
export VERILOG_FILES = /design/flow/design.v
export SDC_FILE = /design/flow/constraint.sdc
export NUM_CORES = 4
export LEC_CHECK = 1
export CORE_AREA = 10 10 85 85
export DIE_AREA = 0 0 95 95
$ cat ./constraint.sdc
current_design SignedBit_1

set clk_period 9.5
set clk_io_pct 0.2

create_clock -name clk0 -period $clk_period

set non_clock_inputs [all_inputs -no_clocks]
set_input_delay [expr $clk_period * $clk_io_pct] -clock clk0 $non_clock_inputs
set_output_delay [expr $clk_period * $clk_io_pct] -clock clk0 [all_outputs]
$ cat ./design.v
module SignedBit_1 #(parameter N = 48, M = 24)(InH, InL, z);
input [N-1:0] InL;
input [M-1:0] InH;
 reg [N-1:0] a;
 reg [N:0]b;
output reg [N-1:0] z;
always @(InL[0])
	if(InL[0])begin
	a=InH << M;
	b=(InL + a+ 48'b0)>>1;
	z = b[N-1:0];
	end
	else z = InL>>1;
endmodule
$ cat ./run.sh
#!/bin/bash
# OpenROAD 26Q1-2900-gdf79404cd8, Yosys 0.63+post, stock flow scripts
make -C /OpenROAD-flow-scripts/flow DESIGN_CONFIG=/design/flow/config.mk WORK_HOME=/design/flow/orfs finish
==> qor.log <==
INFO  floorplanning  chip_area=0.00903sqmm
INFO  worst_setup_path worst_ep_arrival_time=4.93ns
INFO  timing         timing.final.hold_violations=0
INFO  worst_setup_path worst-endpoint-required=7.60ns
INFO  final_layout   utilization=0.448
INFO  global_routing grtUsageTotal=0.121
INFO  power          netSwitchingFraction=0.438
INFO  route          postRouteAntennaNets=0
INFO  floorplanning  coreArea=0.00547sqmm
INFO  worst_setup_path criticalPathCategory=in2out
INFO  route          detailedRoute.firstPassIterationCount=4
INFO  worst_setup_path critical_path.slowest_cell=clkdlybuf4s50_1
INFO  power          p_seq_frac=0
INFO  worst_setup_path cp_slowest_stage_delay=0.42ns
INFO  global_routing grt_first_pass_wirelength=9.20mm
INFO  placement      dp_hpwl=4.76mm
INFO  status         status=completed
INFO  timing         worst_slew_margin_rel=0.694
INFO  final_layout   flop_count=0
INFO  worst_setup_path startpoint_type=input port
INFO  worst_setup_path path_common_cell=clkdlybuf4s50_1
INFO  synth          netlist_area=0.00182sqmm
INFO  power          cellInternalPower=87.1uW
INFO  synth          netlist_instances=255
INFO  route          post-route-drc-count=0
INFO  timing         setup_tns=0ns
INFO  timing         timing.final.setup_violations=0
INFO  worst_setup_path critical_path.max_fanout=6
INFO  floorplanning  io_pins=120
INFO  placement      dp_cells=369
INFO  floorplanning  die.size.x=95um
INFO  worst_setup_path cp_cell_instances=clkdlybuf4s50_1, ha_1, fa_1, a21o_1, a311oi_2, nor2_1, a41o_1, a31o_1, a221o_1, clkdlybuf4s50_1
INFO  synth          synth.lib_cells_used.distinct=54
INFO  route          via_count=2009
INFO  timing         fmax=0.146GHz
INFO  power          post-layout-total-power=155uW
INFO  job            warnings=32
INFO  worst_hold_path timing.hold.worst.class=in2out
INFO  global_routing grt_antenna_before_repair=0
INFO  timing         rsz0062_at_grt=false
INFO  route          vias_per_cell=5.44
INFO  route          finalWirelength=5.67mm
INFO  final_layout   clkbuf_count=0
INFO  global_routing grt_max_degree=25
INFO  final_layout   flop_area=0squm
INFO  worst_setup_path crit_path_end_kind=output port
INFO  power          power.leakage=0.000953uW
INFO  route          num_antenna_cells=0
INFO  route          drt-initial-drc-count=73
INFO  final_layout   stdcell_count=369
INFO  timing         timing.final.crit_period=6.83ns
INFO  floorplanning  core_util_floorplan=0.333
INFO  timing         worst-slew-pin-transition=0.456ns
INFO  timing         setup_ws=2.67ns
INFO  power          cellPowerDensity=63.3mW/mm^2
INFO  synth          ys_cells=255
INFO  timing         max_slew_violation_count=0
INFO  synth          synth_largest_type_area_fraction=0.165
INFO  power          clock_power_share=0
INFO  clock_tree     post-cts-setup-buffer-count=0
INFO  route          routed_wire_length_per_instance=15.4um
INFO  power          net-switching-power=67.9uW
INFO  floorplanning  die_h=95um
INFO  floorplanning  rows=27
INFO  clock_tree     cts_hold_repair.buffers=0
INFO  power          combinationalPowerShare=1.000
INFO  synth          yosys.area.top_type=ha_1
INFO  clock_tree     cts.repair.resized=0
INFO  timing         finalClockPeriodUsage=0.719
INFO  placement      dp_worst_setup_slack=2.64ns
INFO  placement      gp_congestion=0.891
INFO  synth          ys_chip_area=0.00182sqmm
INFO  synth          synth.yosys.seq_area_share=0
INFO  placement      place.port_buffers=74
INFO  job            drv.max_cap_violation_count=0
INFO  final_layout   share_of_final_layout_standard_cells_stronger_than_drive_strength_1=0.0673
INFO  synth          synthesis.area_per_instance=7.15squm
INFO  final_layout   synth_to_final_area_change=34.5%
INFO  global_routing first_global_vias=1934
INFO  synth          synth.top_cells.by_area=ha_1 16%, buf_4 9.5%, a21oi_1 6.3%
INFO  power          ir_drop_worst_case_vdd=0.0232mV
INFO  global_routing grt_remaining_overflow=0
INFO  synth          synth_warnings=1
-- worst max-delay path, delay by kind of cell --
| kind | cells | cell delay (ns) |
|---|---|---|
| compound gates | 5 | 1.44 |
| fa+ha+maj | 2 | 0.64 |
| buf+inv | 2 | 0.83 |
| simple gates | 1 | 0.11 |
-- Yosys cell counts (all sizes together) (2+ instances only) --
cell / n
a2111o: 3
a21oi: 23
inv: 4
xor2: 2
a221o: 3
a31o: 3
o21bai: 3
nand3: 10
mux2: 10
a211oi: 7
a311oi: 3
xnor2: 7
a21o: 5
o21a: 8
and3: 4
buf: 26
o31ai: 2
nor3: 8
a211o: 4
or3: 3
ha: 24
a31oi: 3
nand4: 6
nor2: 17
and2: 5
o21ai: 10
clkbuf: 8
o21ba: 2
nand2: 24
-- placed cells by master, fill, tap and decap left out, types with 2 or more instances in the layout --
| master | instances |
|---|---|
| o21ai_1 | 2 |
| inv_1 | 4 |
| a21oi_1 | 23 |
| o21bai_1 | 3 |
| and2_1 | 5 |
| xor2_1 | 2 |
| a311oi_1 | 2 |
| mux2_2 | 10 |
| nand3_1 | 10 |
| o31ai_1 | 2 |
| a221o_1 | 3 |
| a211oi_1 | 6 |
| o21a_1 | 8 |
| xnor2_1 | 7 |
| clkdlybuf4s50_1 | 74 |
| a21o_1 | 5 |
| nor3_1 | 8 |
| and3_1 | 4 |
| a2111o_1 | 3 |
| buf_4 | 2 |
| ha_1 | 24 |
| nand4_1 | 6 |
| a31oi_1 | 2 |
| nand2_1 | 24 |
| a31o_2 | 2 |
| or3_1 | 3 |
| a211o_1 | 4 |
| o21ai_0 | 8 |
| nor2_1 | 17 |
-- per-stage QoR --
| stage | area (sq um) | hold slack [ns] |
|---|---|---|
| 2_1_floorplan | 1820 | 3.86 |
| 3_3_place_gp | 2450 | 3.80 |
| 3_5_place_dp | 2450 | 3.80 |
| 4_1_cts | 2450 | 3.80 |
| 5_1_grt | 2450 | 3.80 |
| 6_report | 2450 | 3.80 |
-- logic make-up after synthesis --
logic type,share of synthesized area
compound gates,0.357
simple gates,0.229
xor+xnor,0.0432
mux,0.0673
buf+inv,0.128
fa+ha+maj,0.176
-- final cells by class --
class                           instances  area (sq um)
Inverter                                4          15.0
Fill cell                             575          3020
Timing Repair Buffer                   76           756
Multi-Input combinational cell        217          1590
Tap cell                               72          90.1
-- final timing paths --
check	startpoint	endpoint	slack, ns	depth (start not counted)
min	InL[1]	z[0]	3.80	0
max	InL[24]	z[39]	2.67	10
-- power groups by stage --
stage / Clock, uW / Combinational, uW / Sequential [uW]
final: 0 / 155 / 0
after global routing: 0 / 173 / 0
after CTS: 0 / 157 / 0
-- per-layer routing --
metal  up-vias  track usage  wire [um]
met5         -            0          0
met3         4       0.0288        512
met4         0      0.00249          8
met1       880        0.173       2740
li1       1053            -          -
met2        72        0.191       2420
Power figures rest on the tool's default switching activity, not on a simulated workload.
